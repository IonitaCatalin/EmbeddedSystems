### /design/flow/design.v
module convertorBaza(Clk,X,R,Start,Ack);
    input Clk,Start;
    input [7:0]X;
    output reg [7:0]R;
    output reg Ack;
    reg [7:0]sir[4:0];
    reg [7:0]transResult,state,counter,transCounter,powerOfFour;
    always @(posedge Clk)
        if(state==0)
        begin
            if(Start==0)
            begin
                counter<=0;
                Ack<=0;
                state<=0;
            end
            else
            begin
                state<=1;
            end
        end
        else if(state==1)
        begin
            if(counter<4) begin
                sir[counter]=X;
                counter<=counter+1;
                state<=1;
            end
            else
            begin
                transCounter<=0;
                powerOfFour<=1;
                state<=2;
            end 
        end
        else if(state==2)
        begin
            if(transCounter<4)
            begin
                powerOfFour<=powerOfFour*4;
                transResult<=transResult+sir[transCounter]*powerOfFour;
                transCounter<=transCounter+1;
                state<=2;
            end
            else
            begin
                Ack<=1;
                R<=transResult;
                state<=3;
            end
        end
        else if(state==3)
        begin
            Ack<=0;
            state<=0;
        end
    initial begin
        counter<=0;
        state<=0;
        powerOfFour<=1;
    end
endmodule
### /design/flow/run.sh
#!/bin/bash
# OpenROAD 26Q1-2900-gdf79404cd8, Yosys 0.63+post, stock flow scripts
make -C /OpenROAD-flow-scripts/flow DESIGN_CONFIG=/design/flow/config.mk WORK_HOME=/design/flow/orfs finish
### /design/flow/config.mk
export PLATFORM = sky130hd
export DESIGN_NAME = convertorBaza
export DESIGN_NICKNAME = convertorBaza
export VERILOG_FILES = /design/flow/design.v
export SDC_FILE = /design/flow/constraint.sdc
export NUM_CORES = 4
export LEC_CHECK = 1
export CORE_UTILIZATION = 50
### /design/flow/constraint.sdc
current_design convertorBaza

set clk_period 6.0
set clk_io_pct 0.2

create_clock -name clk0 -period $clk_period [get_ports {Clk}]

set non_clock_inputs [all_inputs -no_clocks]
set_input_delay [expr $clk_period * $clk_io_pct] -clock clk0 $non_clock_inputs
set_output_delay [expr $clk_period * $clk_io_pct] -clock clk0 [all_outputs]
==> results.json <==
{
  "outcome": "finished, final reports clean",
  "rr_worst_depth": 18,
  "yosysCellCount": 314,
  "grt_usage_pct": 18.02,
  "areaGrowthSynthToFinish_pct": 12.02,
  "die_h_um": 92.90,
  "critPathKind": "reg -> reg",
  "cts_tree": "yes",
  "edf_count": 79,
  "htree_levels": 3,
  "cp.arrival_ps": 5200,
  "post-cts-setup-buffers": 0,
  "worst_pin_slew_ps": 769.2,
  "topCellsByArea": "edfxtp_1, ha_1, fa_1, inv_1, nor2_1",
  "drv_slew": 0,
  "grt_max_degree": 24,
  "final_hold_viol_count": 0,
  "synth_cell_types": 39,
  "fin_crit_ps": 5104,
  "skew_ps": 10.17,
  "slew_headroom_pct": 48.72,
  "postRouteAntennaNets": 0,
  "synthFlopType": "edfxtp_1",
  "min_delay_worst_endpoint": "R[1]",
  "yosys_warnings": 2,
  "vias": 2282,
  "cts_buffer_depth": 2,
  "period_used_pct": 85.07,
  "holdPathStages": 0,
  "synth_dominant_cell_count": "edfxtp_1",
  "dr.pass1.iters": 4,
  "synth_flops": 79,
  "hold_path_class": "reg -> reg",
  "synthArstFlopShare_pct": 0,
  "fin_hold_ws_ps": 469.6,
  "grt_pass1_wl_mm": 11.13,
  "overflow": 0,
  "p_total_mw": 2.538,
  "final_core_utilization_pct": 58.98,
  "drc_errors": 0,
  "endpoint_kind": "flip-flop",
  "synth-seq-area-share_pct": 57.42,
  "rsz0062_at_grt": "false",
  "syn_area_um2": 4131,
  "intPower_mw": 1.618,
  "cp_max_fo": 23,
  "pre_cts_ws_ps": 841.7,
  "pwr-share-comb_pct": 48.7,
  "cp.required_ps": 6100,
  "setup_viol": 0,
  "p_sw_share_pct": 36.23,
  "antenna_found_initial": 0,
  "wl_mm": 6.545,
  "cts_resized": 0,
  "common_cells": "edfxtp_1, ha_1, inv_1",
  "timing.rr.end": "transResult[7]",
  "clk_pin_slew_worst_paths_ps": 80,
  "fin_tns_setup_ps": 0,
  "postSynthCellCount": 314,
  "wl_per_cell_um": 14.58,
  "clockRootBuffer": "clkbuf_8",
  "coreArea_um2": 7848,
  "holdBufCountCts": 0,
  "die_x_um": 92.90,
  "synth_area_per_cell_um2": 13.16,
  "via_per_inst": 5.082,
  "fmax_mhz": 195.9,
  "clkPwrFrac_pct": 17.0,
  "power.density_nw_per_um2": 548.4,
  "startpoint": "transCounter[2]",
  "drive_gt1_share_pct": 6.340,
  "num_rows": 32,
  "setup_ws_ps": 895.6,
  "clk_latency_ps": 340,
  "crit_path_start_kind": "flip-flop",
  "io_pins": 19,
  "dp_hpwl_mm": 4.792,
  "synth-area-yosys_um2": 4131,
  "grt_pass1_vias": 2288,
  "place.gp.congestion": 0.8181,
  "r2r-start": "transCounter[2]",
  "maxCapViolations": 0,
  "timing.reg2reg.setup_slack_ps": 900,
  "ir_worst_vdd_uv": 300.2,
  "largest_area_cell": "edfxtp_1",
  "diodes": 0,
  "fp-utilization_pct": 52.65,
  "initialDrtViolationCount": 70,
  "cts.sinks": 79,
  "pwr-share-seq_pct": 34.4,
  "cts_made_buffers": 9,
  "yosys.area.top_type_share_pct": 57.42,
  "warnings": 35,
  "io_buffers": 18,
  "power_switching_mw": 0.9195,
  "hp-start": "transResult[1]",
  "die_area_um2": 8630,
  "p_leak_nw": 1.812
}
## metal layers
metal / track usage (%) / up-vias / routed length (um)
met5: 0 / - / 0
met4: 1.667 / 0 / 46
met3: 4.595 / 5 / 298
met2: 26.29 / 34 / 2908
met1: 31.48 / 1070 / 3291
li1: - / 1173 / -
## worst max-delay path, stage by stage, from the launching register on
cell and delay [ps]:
edfxtp_1 850, inv_1 100, ha_1 350, a32oi_1 210, o21ai_0 170, o21ai_0 290, nor2_1 80, ha_1 280
ha_1 290, ha_1 320, fa_1 540, ha_1 170, inv_1 50, fa_1 400, inv_1 70, a21o_1 110
a21oi_1 70, xnor2_1 180, xnor3_1 320
## flip-flops by register name, summed over array words and instances (netlist names)
name and count:
sir 40, R 8, counter 8, transCounter 8
transResult 8, powerOfFour 4, state 2, Ack 1
## worst max-delay path by stage
stage	to	slack, ps	cells after the start
after global routing	transResult[7]	500	18
final	transResult[7]	900	18
after CTS	transResult[7]	830	18
## cell families after synthesis
logic type | count (synthesis) | share of synthesized area [%]
compound gates | 47 | 8.328
xor+xnor | 22 | 4.997
fa+ha+maj | 47 | 15.51
buf+inv | 46 | 4.906
flops | 79 | 57.42
other cells | 1 | 0.09077
simple gates | 72 | 8.752
## placed cells by master, fill, tap and decap left out, types with 3 or more instances in the layout
cell type,count
edfxtp_1,79
ha_1,40
inv_1,37
nor2_1,36
clkdlybuf4s50_1,18
xor2_1,12
o21ai_0,9
xnor2_1,9
clkbuf_8,9
a22oi_1,8
a32oi_1,8
nand3_1,8
conb_1,8
fa_1,7
o211ai_1,6
and2_1,5
o21bai_1,4
nor2b_1,4
nand2_1,4
and3_1,4
a21o_1,3
a21oi_1,3
nor3_1,3
## area by class of cell
type	count	area, um^2
clock buffer	9	123.9
tap	102	127.6
timing repair buffer	19	187.7
inverter	37	138.9
clock inverter	7	95.09
sequential	79	2372
multi-input combinational	196	1583
fill	642	3219
## power groups by stage
stage     combinational [mW]  sequential [mW]  clock, mW
6_report                1.23            0.873      0.431
5_1_grt                 1.44            0.886      0.464
4_1_cts                 1.26            0.874      0.444
## stage by stage
stage                     cells  instance area, um^2
after global routing        449                 4628
after CTS                   449                 4628
after floorplan             321                 4158
final                       449                 4628
after detailed placement    433                 4409
after global placement      433                 4409
Power figures rest on the tool's default switching activity, not on a simulated workload.
